<file path="./config.mk">
export PLATFORM = sky130hd
export DESIGN_NAME = display
export DESIGN_NICKNAME = display
export VERILOG_FILES = /design/flow/design.v
export SDC_FILE = /design/flow/constraint.sdc
export NUM_CORES = 4
export LEC_CHECK = 1
export CORE_AREA = 10 10 70 70
export DIE_AREA = 0 0 80 80
</file>
<file path="./constraint.sdc">
current_design display

set clk_period 2.0
set clk_io_pct 0.2

create_clock -name clk0 -period $clk_period

set non_clock_inputs [all_inputs -no_clocks]
set_input_delay [expr $clk_period * $clk_io_pct] -clock clk0 $non_clock_inputs
set_output_delay [expr $clk_period * $clk_io_pct] -clock clk0 [all_outputs]
</file>
<file path="./design.v">
module display (DisVal, SegOut);
   input [3:0] DisVal;
	output [7:0] SegOut;
	reg [7:0] SegOut;
	always @ (DisVal)
	begin
		case(DisVal)
		4'h0 : SegOut = 8'b11000000;   
		4'h1 : SegOut = 8'b11111001;   
		4'h2 : SegOut = 8'b10100100;   
		4'h3 : SegOut = 8'b10110000;   
		4'h4 : SegOut = 8'b10011001;   
		4'h5 : SegOut = 8'b10010010;   
		4'h6 : SegOut = 8'b10000010;   
		4'h7 : SegOut = 8'b11111000;   
		4'h8 : SegOut = 8'b10000000;   
		4'h9 : SegOut = 8'b10010000;   
		4'hA : SegOut = 8'b10001000;   
		4'hB : SegOut = 8'b10000011;	  
		4'hC : SegOut = 8'b11000110;	  
		4'hD : SegOut = 8'b10100001;	  
		4'hE : SegOut = 8'b10000110;	  
		4'hF : SegOut = 8'b10001110;	  
		default : SegOut = 8'b10111111;
		endcase
	end
endmodule
</file>
<file path="./run.sh">
#!/bin/bash
# OpenROAD 26Q1-2900-gdf79404cd8, Yosys 0.63+post, stock flow scripts
make -C /OpenROAD-flow-scripts/flow DESIGN_CONFIG=/design/flow/config.mk WORK_HOME=/design/flow/orfs finish
</file>
==> flow_summary.json <==
{
  "vias_per_cell": 3.181,
  "synth_top_area_share_pct": 30.57,
  "fin_crit_ns": 1.950,
  "drc": 0,
  "cap_violations": 0,
  "drive_gt1_share_pct": 59.32,
  "grt_pass1_vias": 350,
  "nFillCells": 381,
  "power_leakage_nw": 0.3008,
  "grt_pass1_wl_mm": 1.773,
  "portBuffers": 11,
  "die-height_um": 80,
  "flop-count": 0,
  "fin_ws_ns": 0.05000,
  "rsz0062_at_grt": "false",
  "die_x_um": 80,
  "final_cells": 105,
  "initCoreUtil_pct": 8.388,
  "n_antenna_cell": 0,
  "synth_cell_types": 17,
  "seqCellArea_sq_um": 0,
  "peakVddDrop_mv": 0.02057,
  "n_clock_buffer": 0,
  "ys_area_sq_um": 286.5,
  "whs_ns": 1.275,
  "fmax_mhz": 512.8,
  "critPathArrivalTime_ns": 1.55,
  "layout_top_cells": "13 x buf_4, 5 x dlygate4sd2_1, 4 x nor2_1, 4 x ha_4, 4 x buf_6",
  "yosys_warnings": 1,
  "powerDensity_mw_per_mm2": 179.9,
  "wl_per_cell_um": 9.714,
  "grt_start_max_net_pins": 7,
  "yosys.area.top_type": "ha_1",
  "dp.cells": 101,
  "required_ns": 1.60,
  "ys_cells": 34,
  "fin_crit_sh_pct": 97.50,
  "slew_violations": 0,
  "synth_seq_share_pct": 0,
  "dpl_worst_slack_ns": -0.7024,
  "vias": 334,
  "endpoint_kind": "output pin",
  "grt_antenna_before_repair": 0,
  "hp-class": "primary input to output pin",
  "globalplace.congestion": 0.7222,
  "dieArea_sq_mm": 0.006400,
  "tool_warnings": 38,
  "netlist_area_sq_um": 286.5,
  "min_path_cells": 4,
  "hpwlAfterDp_um": 720.9,
  "grt_overflow": 0,
  "core_sq_mm": 0.003416,
  "firstDrtPassIters": 4,
  "wl_mm": 1.020,
  "status": "finished clean",
  "setup_viol": 0,
  "drt-initial-drc-count": 8,
  "syn_to_final_growth_pct": 113.5,
  "ioPinCount": 12,
  "hold_violations": 0,
  "finalPower_mw": 0.1101,
  "lay_top_count": "buf_4",
  "ant_nets": 0,
  "start_kind": "primary input",
  "syn_area_per_cell_sq_um": 8.427,
  "rows": 21,
  "syn_inst": 34,
  "crit_fanout": 4,
  "area_leaders": "ha_1 31%, mux2i_1 14%, mux4_1 9.2%, nor2_1 6.6%, a22o_1 6.1%",
  "fin_util_pct": 17.91,
  "grt_use_total_pct": 3.284,
  "worstSetupPathType": "primary input to output pin"
}
critical path: stages:
cell and delay, ns:
buf_4 0.10, inv_4 0.04, buf_4 0.13, ha_4 0.25, inv_2 0.03, mux4_1 0.46, buf_2 0.13
path summary, 6_finish.rpt:
kind  startpoint  slack, ns   endpoint
max    DisVal[1]       0.05  SegOut[3]
min    DisVal[1]       1.27  SegOut[1]
stage by stage:
step	TNS (ns)	cell area, sq um
after floorplan	0	286.5
after global placement	-3.791	528.0
after detailed placement	-3.805	528.0
after CTS	0	601.8
after global routing	0	611.8
final	0	611.8
cell type report:
cell class | count | area [sq um] | area share, %
Multi-Input combinational cell | 28 | 316.6 | 51.74
Timing Repair Buffer | 28 | 224.0 | 36.61
Inverter | 3 | 13.76 | 2.249
Tap cell | 46 | 57.56 | 9.407
metal layers:
metal | routed length, um | track usage, % | part of all wire [%]
met4 | 0 | 0 | 0
met1 | 372 | 3.377 | 36
met5 | 0 | 0 | 0
met3 | 0 | 0 | 0
met2 | 647 | 7.303 | 63
synth_stat cells, drive strengths merged:
cell type / n
and2b: 1
inv: 3
mux2i: 4
mux4: 1
a21oi: 1
nand2: 1
ha: 7
buf: 3
a32o: 1
o21ai: 2
nor2: 5
conb: 1
mux2: 1
a22o: 2
or3b: 1
kinds of logic after synthesis:
family          synth area share (%)
simple gates                   13.97
fa+ha+maj                      30.57
compound gates                 14.85
mux                            27.08
buf+inv                        12.23
other cells                    1.309
power by group:
group	switching, mW	internal (mW)	leakage (nW)
logic	0.0447	0.0654	0.301
registers	0	0	0
clock network	0	0	0
repair_timing:
item / CTS / global route
setup buffers: 2 / 1
resized: 38 / 8
cloned: 1 / 0
endpoints found under the setup margin: 7 / 3
pin swaps: 3 / 2
hold buffers: 0 / 0
Power figures rest on the tool's default switching activity, not on a simulated workload.

<file path="flow/config.mk">
export PLATFORM = sky130hd
export DESIGN_NAME = fpa
export DESIGN_NICKNAME = fpa
export VERILOG_FILES = /design/flow/design.v
export SDC_FILE = /design/flow/constraint.sdc
export NUM_CORES = 4
export LEC_CHECK = 1
export CORE_UTILIZATION = 40
</file>
<file path="flow/constraint.sdc">
current_design fpa

set clk_period 11.4
set clk_io_pct 0.2

create_clock -name clk0 -period $clk_period [get_ports {clk}]

set non_clock_inputs [all_inputs -no_clocks]
set_input_delay [expr $clk_period * $clk_io_pct] -clock clk0 $non_clock_inputs
set_output_delay [expr $clk_period * $clk_io_pct] -clock clk0 [all_outputs]
</file>
<file path="flow/design.v">
module fpa (  
	input clk,
	input [15:0] in1,
	input [15:0] in2,
	input enable,
	output reg done,
	output [15:0] sum
);
	parameter [2:0]	S0 = 3'b000, 
							S1 = 3'b001, 
							S2 = 3'b011, 
							S3 = 3'b010,
							S4 = 3'b110,
							S5 = 3'b111,
							S6 = 3'b101,
							S7 = 3'b100;
	reg Sg1, Sg2;  
	reg overflow, underflow;
	reg [2:0] cur_state;
	reg [4:0] E1, E2;  
	reg [12:0] M1, M2;  
	wire fv, fu;
	wire [14:0] M1comp, M2comp;
	wire [14:0] addout, fsum;
	initial begin
		cur_state = S0;
		done = 1'b0;
		overflow = 1'b0;
		underflow = 1'b0;
		Sg1 = 1'b0;
		Sg2 = 1'b0;
		M1 = 13'b0;
		M2 = 13'b0;
		E1 = 5'b0;
		E2 = 5'b0;
	end
	assign M1comp = (Sg1 == 1'b1) ? ~({2'b00, M1}) + 1 : {2'b00, M1} ;  
	assign M2comp = (Sg2 == 1'b1) ? ~({2'b00, M2}) + 1 : {2'b00, M2} ;  
	assign addout = M1comp + M2comp;  
	assign fsum = (addout[14] == 1'b0) ? addout : ~addout + 1;
	assign fv = fsum[14] ^ fsum[13];
	assign fu = ~M1[12];
	assign sum = {Sg1, E1, M1[11:2]};  
	always @ (posedge clk) begin
		case (cur_state)
			S0: begin  
				if (enable == 1'b1) begin
					E1 <= in1[14:10];
					Sg1 <= in1[15];
					M1[11:0] <= {in1[9:0], 2'b00};
					if (in1 == 0) M1[12] <= 1'b0;
					else M1[12] <= 1'b1;
					done <= 1'b0;
					overflow <= 1'b0;
					underflow <= 1'b0;
					cur_state <= S1;
				end
			end
			S1: begin  
				E2 <= in2[14:10];
				Sg2 <= in2[15];
				M2[11:0] <= {in2[9:0], 2'b00};
				if (in2 == 0) M2[12] <= 1'b0;
				else M2[12] <= 1'b1;
				cur_state <= S2;		
			end
			S2: begin  
				if ((M1 == 0) || (M2 == 0)) cur_state <= S3;
				else begin
					if (E1 == E2) cur_state <= S3;
					else if (E1 < E2) begin  
						M1 <= {1'b0, M1[12:1]};
						E1 <= E1 + 1;
					end
					else if (E2 < E1) begin  
						M2 <= {1'b0, M2[12:1]};
						E2 <= E2 + 1;
					end
				end
			end
			S3: begin 
				Sg1 <= addout[14];
				if (fv == 1'b0) M1 <= fsum[12:0];
				else begin
					M1 <= fsum[13:1];
					E1 <= E1 + 1;
				end
				cur_state <= S4;
			end
			S4: begin  
				if (M1 == 0) begin
					E1 <= 8'h00;
					cur_state = S6;
				end
				else cur_state <= S5;
			end
			S5: begin
				if (E1 == 0) begin
					underflow <= 1'b1;
					cur_state <= S6;
				end
				else if (fu == 1'b0) cur_state <= S6;
				else begin
					M1 <= {M1[11:0], 1'b0};
					E1 <= E1 - 1;
				end
			end
			S6: begin
				if (E1 == 31) overflow <= 1'b1;
				done <= 1'b1;
				cur_state <= S0;
			end
		endcase
	end
endmodule
</file>
<file path="flow/run.sh">
#!/bin/bash
# OpenROAD 26Q1-2900-gdf79404cd8, Yosys 0.63+post, stock flow scripts
make -C /OpenROAD-flow-scripts/flow DESIGN_CONFIG=/design/flow/config.mk WORK_HOME=/design/flow/orfs finish
</file>
==> reports/qor.yml <==
routing:
  drt-initial-drc-count: 209
  drc: 0
  via_per_inst: 5.696
  route.vias.total: 3731
  wirelength_um: 10870
  ant_nets: 0
  n_antenna_cell: 0
  wl_per_cell_um: 16.59
  firstDrtPassIters: 5
logic_synthesis:
  synth-main-ff-cell: "edfxtp_1"
  ys_sh_mux_pct: 6.366
  ys_cells: 486
  synth_cell_types: 63
  synth-xor-area-share_pct: 9.157
  synth_area_um2: 4304
  async_reset_ff_share_pct: 0
  yosysWarnings: 1
  syn_avg_cell_area_um2: 8.856
  ys_ff: 42
  synth-edff-count: 42
  fa_ha_area_share_pct: 8.488
  yosys-stat-area_um2: 4304
  logic_family: "simple AND/OR/NAND/NOR gates"
  synthCells: 486
  synth_seq_share_pct: 29.30
  simple_gate_share_pct: 20.64
  synthAoiAreaFrac_pct: 20.47
timing:
  skew_ns: 0.02027
  max_slew_margin_pct: 44.71
  final-setup-viol-count: 0
  hold_viol: 0
  min_period_over_period_pct: 44.12
  finalWorstSetupSlack_ns: 6.370
  rsz0062_at_grt: "no"
  slew_violations: 0
  worst_pin_slew_ns: 0.8263
  fin_crit_ns: 5.030
  fin_setup_tns_ns: 0
  fmax_mhz: 198.8
clock_tree:
  cts_resized: 0
  clockRootBuffer: "clkbuf_8"
  insertion_delay_ns: 0.31
  clock-sinks: 42
  cts_tree: "done"
  cts_buffer_depth: 2
  cts_buffers: 5
  post_cts_buffers: 0
  cts_hold_buf: 0
  clkTransAtPathRegs_ns: 0.10
  htree_num_levels: 2
critical_path:
  cp_num_buf_inv: 2
  end_kind: "register"
  path_max_fanout: 21
  worstPathCellList: "or4_4 -> or4_1 -> o41ai_1 -> xnor2_1 -> ha_1 -> and3_1 -> or3b_2 -> a2bb2oi_1 -> a21oi_1 -> xor2_1 -> buf_4 -> a41oi_2 -> o32ai_2 -> buf_4 -> a21oi_1"
  start_kind: "register"
  crit_slowest_cell: "or4_4"
  worstPathArrival_ns: 4.97
  worst_path_largest_cell_delay_ns: 0.59
  critPathRequiredTime_ns: 11.34
  path_class: "reg2reg"
  cpLargestDelayFamily: "simple AND/OR/NAND/NOR gates"
floorplan:
  fp.coreArea_um2: 10370
  ios: 51
  rows: 37
  die_area_um2: 11180
  die_w_um: 105.7
  die_h_um: 105.7
  initCoreUtil_pct: 41.51
placed_design:
  port-buffer-count: 50
  dp_hpwl_um: 8509
  dpl_worst_slack_ns: 6.404
  routabilityCongestion: 0.8489
global_route:
  track_usage_pct: 20.74
  antenna_found_initial: 0
  grt_max_degree: 28
  grt_pass1_wl_um: 17750
  overflow: 0
  grt_pass1_vias: 3426
min_path:
  hold_path_class: "reg2reg"
final_layout:
  area_delta_synth_final_pct: 14.56
  fillers: 982
  layout_top_cells: "clkdlybuf4s50_1 (50), edfxtp_1 (42), xnor2_1 (38), nor2_1 (38), a21oi_1 (36)"
  drive_gt1_share_pct: 7.322
  lay_top_count: "clkdlybuf4s50_1"
run:
  drv_cap: 0
  warning_count: 25
outcome:
  status: "finished clean"
## layout make-up
cell class | count | area (um^2) | area share (%)
multi-input cells | 394 | 2803 | 56.84
flip-flops and latches | 42 | 1261 | 25.58
repair buffers | 55 | 538.0 | 10.91
well taps | 136 | 170.2 | 3.451
inverters | 21 | 78.83 | 1.599
clock buffers | 6 | 72.57 | 1.472
clock inverters | 1 | 7.507 | 0.1522
## cell families (layout without fill, tap and decap cells)
kind of cell,count (synthesis),after routing
fa+ha+maj,28,28
mux,26,26
xor+xnor,45,45
simple gates,161,161
buf+inv,50,83
compound gates,134,134
flops,42,42
## synth_stat cells, types with 5 or more instances
| cell | count | share of area (%) |
|---|---|---|
| nor4_1 | 10 | 1.5 |
| o21a_1 | 10 | 1.7 |
| xor2_1 | 7 | 1.4 |
| or3_1 | 9 | 1.3 |
| mux2_2 | 11 | 2.9 |
| a21oi_1 | 36 | 4.2 |
| nor3_1 | 11 | 1.3 |
| ha_1 | 26 | 7.6 |
| o211ai_1 | 6 | 1.0 |
| xnor2_1 | 38 | 7.7 |
| and3_1 | 10 | 1.5 |
| nand2_1 | 20 | 1.7 |
| nand2b_1 | 12 | 1.7 |
| and2_1 | 7 | 1.0 |
| o31ai_1 | 5 | 0.87 |
| mux2i_1 | 15 | 3.5 |
| buf_4 | 11 | 1.9 |
| nor2_1 | 38 | 3.3 |
| inv_1 | 21 | 1.8 |
| clkbuf_1 | 12 | 1.0 |
| o21ai_0 | 30 | 3.5 |
| edfxtp_1 | 42 | 29 |
| nand3_1 | 14 | 1.6 |
| a21o_1 | 8 | 1.4 |
## flip-flops by register name, summed over array words and instances, names as in the netlist
signal and cells:
done 1, E1 5, cur_state 3, Sg2 1, E2 5, M1 13, M2 13, Sg1 1
## layer usage
| metal | GRT usage [%] | up-vias | part of all wire, % |
|---|---|---|---|
| met2 | 31.89 | 89 | 47 |
| met1 | 32.99 | 1751 | 47 |
| met5 | 0 | - | 0 |
| met3 | 3.596 | 7 | 5.0 |
| met4 | 1.587 | 0 | 0.87 |
| li1 | - | 1884 | - |
## path summary, 6_finish.rpt
check,slack [ns],startpoint,cells past startpoint,to
max,6.37,M1[5],15,E1[2]
min,0.61,M2[1],2,M2[0]
max reg2reg,6.37,M1[5],15,E1[2]
min reg2reg,0.61,M2[1],2,M2[0]
## per-stage QoR
step	hold WS [ns]	util, %	std cells	instance area [um^2]
4_1_cts	0.6129	47.55	655	4931
6_report	0.6097	47.55	655	4931
3_5_place_dp	0.5957	46.78	648	4851
5_1_grt	0.6546	47.55	655	4931
3_3_place_gp	0.5881	46.78	648	4851
2_1_floorplan	0.5625	-	486	4304
## tightest hold or removal path, delay by kind of cell (launching register included)
| kind | cells | cell delay, ns |
|---|---|---|
| and+or+nand+nor | 1 | 0.09 |
| DFF | 1 | 0.34 |
| buffers and inverters | 1 | 0.06 |

==> /design/flow/config.mk <==
export PLATFORM = sky130hd
export DESIGN_NAME = seg7
export DESIGN_NICKNAME = seg7
export VERILOG_FILES = /design/flow/design.v
export SDC_FILE = /design/flow/constraint.sdc
export NUM_CORES = 4
export LEC_CHECK = 1
export CORE_UTILIZATION = 30
==> /design/flow/constraint.sdc <==
current_design seg7

set clk_period 5.3
set clk_io_pct 0.2

create_clock -name clk0 -period $clk_period [get_ports {clk}]

set non_clock_inputs [all_inputs -no_clocks]
set_input_delay [expr $clk_period * $clk_io_pct] -clock clk0 $non_clock_inputs
set_output_delay [expr $clk_period * $clk_io_pct] -clock clk0 [all_outputs]
==> /design/flow/run.sh <==
#!/bin/bash
# OpenROAD 26Q1-2900-gdf79404cd8, Yosys 0.63+post, stock flow scripts
make -C /OpenROAD-flow-scripts/flow DESIGN_CONFIG=/design/flow/config.mk WORK_HOME=/design/flow/orfs finish
==> /design/flow/design.v <==
module seg7 (clk, row , col, dec);
	input clk;
	input [3:0] col;
	output [3:0] row;
	output [3:0] dec;
	reg [3:0] row;
	reg [3:0] dec;
	reg [29:0] delay;
	always @ (posedge clk)
		begin
			delay <= delay + 1'b1;
			case(delay[20:18])
			3'b000 : row <= 4'b0111;
			3'b001 :
				begin
					if (col == 4'b0111)
						dec <= 4'h1;  
					if (col == 4'b1011)
						dec <= 4'h2;  
					if (col == 4'b1101)
						dec <= 4'h3;  
					if(col == 4'b1110)
						dec <= 4'hA;  
				end
			3'b010 : row <= 4'b1011;
			3'b011 : 
				begin
					if (col == 4'b0111)
						dec <= 4'h4;  
					if (col == 4'b1011)
						dec <= 4'h5;  
					if (col == 4'b1101)
						dec <= 4'h6;  
					if (col == 4'b1110)
						dec <= 4'hB;  
				end
			3'b100 : row <= 4'b1101;
			3'b101 :
				begin
					if (col == 4'b0111)
						dec <= 4'h7;  
					if (col == 4'b1011)
						dec <= 4'h8;  
					if (col == 4'b1101)
						dec <= 4'h9;  
					if (col == 4'b1110)
						dec <= 4'hC;  
				end
			3'b110 : row <= 4'b1110;
			3'b111 : 
				begin
					if (col == 4'b0111)
						dec <= 4'hF;  
					if (col == 4'b1011)
						dec <= 4'h0;  
					if (col == 4'b1101)
						dec <= 4'hE;  
					if (col == 4'b1110)
						dec <= 4'hD;  
				end
			endcase
	end	
endmodule
==> reports/summary.json <==
{
  "outcome": {"value": "finished clean"},
  "edff_count_synth": {"value": 8},
  "postLayoutCoreUtil": {"value": 37.8, "unit": "%"},
  "synthDominantAreaCellType": {"value": "sky130_fd_sc_hd__dfxtp_1"},
  "worst_slew_margin_rel": {"value": 67.3, "unit": "%"},
  "ios": {"value": 13},
  "synth-cells-yosys": {"value": 133},
  "slowest_stage": {"value": "sky130_fd_sc_hd__clkdlybuf4s50_1"},
  "cts.repair_timing.setup_buffer_count": {"value": 0},
  "cts.sink_count": {"value": 29},
  "synth_area_per_cell": {"value": 9.91, "unit": "sq um"},
  "htree_num_levels": {"value": 2},
  "power.switching": {"value": 0.0845, "unit": "mW"},
  "netSwitchingFraction": {"value": 19.6, "unit": "%"},
  "grtUsageTotal": {"value": 10.3, "unit": "%"},
  "min_period": {"value": 2.68, "unit": "ns"},
  "dr_total_vias": {"value": 935},
  "gp_congestion": {"value": 0.841},
  "hold_violations_final": {"value": 0},
  "detail_route.vias_per_cell": {"value": 4.77},
  "detailedPlacementHpwl": {"value": 1.44, "unit": "mm"},
  "detail-route-antenna-nets": {"value": 0},
  "floorplan.die_area": {"value": 0.00466, "unit": "sq mm"},
  "yosysMostFrequentCell": {"value": "sky130_fd_sc_hd__dfxtp_1"},
  "critPathCaptureType": {"value": "flop"},
  "number_of_openroad_warnings": {"value": 25},
  "clock_tree.root_cell": {"value": "sky130_fd_sc_hd__clkbuf_8"},
  "number_of_gates_given_a_new_drive_strength_after_cts": {"value": 0},
  "whs_endpoint": {"value": "delay[0]"},
  "postSynthRegisterBits": {"value": 29},
  "ff_type": {"value": "sky130_fd_sc_hd__dfxtp_1"},
  "design.core.area": {"value": 0.00412, "unit": "sq mm"},
  "grt_antenna_before_repair": {"value": 0},
  "fillCellCount": {"value": 403},
  "criticalPathCategory": {"value": "primary input to flop"},
  "post-route-drc-count": {"value": 0},
  "synth_cell_count_leaders": {"value": "sky130_fd_sc_hd__dfxtp_1 (21), sky130_fd_sc_hd__xnor2_1 (15), sky130_fd_sc_hd__nand2_1 (13), sky130_fd_sc_hd__nand3_1 (11), sky130_fd_sc_hd__nor2_1 (10)"},
  "worstPathRequired": {"value": 5.23, "unit": "ns"},
  "setup_viol_count_final": {"value": 0},
  "final_cell_count_no_fill": {"value": 196},
  "tightestPinTransition": {"value": 0.490, "unit": "ns"},
  "worst_clock_skew_on_the_final_layout": {"value": 0.00295, "unit": "ns"},
  "power_frac_clock": {"value": 41.9, "unit": "%"},
  "power.density_cell_area": {"value": 277, "unit": "mW/mm^2"},
  "synthDominantCellAreaShare": {"value": 31.9, "unit": "%"},
  "ctsLongestPathBuffers": {"value": 2},
  "power_report.internal_total": {"value": 0.346, "unit": "mW"},
  "cell_area_after_synthesis": {"value": 0.00132, "unit": "sq mm"},
  "cp.arrival": {"value": 2.61, "unit": "ns"},
  "width_of_the_die": {"value": 68.3, "unit": "microns"},
  "sequentialPowerShare": {"value": 53.6, "unit": "%"},
  "tritoncts_clock_tree": {"value": "done"},
  "drtPass1Iterations": {"value": 4},
  "synthTopCellsByArea": {"value": "sky130_fd_sc_hd__dfxtp_1 (32%), sky130_fd_sc_hd__edfxtp_1 (18%), sky130_fd_sc_hd__xnor2_1 (10%), sky130_fd_sc_hd__nand3_1 (4.2%), sky130_fd_sc_hd__nand2_1 (3.7%)"},
  "synthDistinctLibCells": {"value": 33},
  "worst_setup_path_start_kind": {"value": "primary input"},
  "vdd.ir_drop.worst": {"value": 0.194, "unit": "mV"},
  "grt_pass1_vias": {"value": 844},
  "gr-total-overflow": {"value": 0},
  "timing.setup.tns": {"value": 0, "unit": "ns"},
  "hold_depth": {"value": 1},
  "initialDrtViolationCount": {"value": 30},
  "finalCritPeriodShare": {"value": 50.6, "unit": "%"},
  "syn_to_final_growth": {"value": 18.1, "unit": "%"},
  "routed_wirelength": {"value": 2.05, "unit": "mm"},
  "cap_viol_max_count": {"value": 0},
  "timing.rr.end": {"value": "dec[0]"},
  "clock_latency": {"value": 0.27, "unit": "ns"},
  "total_number_of_placement_rows": {"value": 23},
  "critPathLaunch": {"value": "col[2]"},
  "combinationalPowerShare": {"value": 4.5, "unit": "%"},
  "largest_fanout_on_the_critical_path": {"value": 13},
  "critical_path.cell_chain": {"value": "clkdlybuf4s50_1, xnor2_1, o21ai_0, nand2_1, a21oi_1"},
  "path_clk_slew": {"value": 0.06, "unit": "ns"},
  "slowest_delay": {"value": 0.71, "unit": "ns"},
  "maxSlewViolCount": {"value": 0},
  "yosys.stat.chipArea": {"value": 0.00132, "unit": "sq mm"},
  "r2r_setup_slack": {"value": 3.77, "unit": "ns"},
  "tritoncts.num_buffers": {"value": 5},
  "synth_async_sr_flop_share": {"value": 0, "unit": "%"},
  "fp_util": {"value": 32.0, "unit": "%"},
  "port-buffer-count": {"value": 12},
  "synthesized_netlist_cell_count": {"value": 133},
  "ys_warn_count": {"value": 1},
  "r2r.worst_path.cells": {"value": 4},
  "r2r_start": {"value": "delay[19]"},
  "die_height": {"value": 68.3, "unit": "microns"},
  "routed_length_per_instance": {"value": 10.5, "unit": "microns"},
  "final_layout_size_suffix_gt1_share": {"value": 7.53, "unit": "%"},
  "grt_max_degree": {"value": 16},
  "hp-start": {"value": "delay[0]"},
  "rsz0062_at_grt": {"value": "no"},
  "fmax": {"value": 373, "unit": "MHz"},
  "grt_pass1_wl": {"value": 3.57, "unit": "mm"},
  "ctsHoldBuffers": {"value": 0},
  "place.detailed.instances": {"value": 188},
  "power.static_leakage": {"value": 0.494, "unit": "nW"},
  "ys_seq_share": {"value": 50.1, "unit": "%"},
  "type_of_the_most_critical_hold_path": {"value": "flop to flop"},
  "n_antenna_cell": {"value": 0}
}
## sequential cells by signal, indices dropped and copies added, names as in the netlist
signal	count
dec	4
delay	21
row	4
## area by class of cell
class	count	area [sq um]	share of cell area, %
timing repair buffer	12	120	7.72
multi-input combinational	91	601	38.6
clock buffer	8	90.1	5.79
tap	50	62.6	4.02
inverter	6	22.5	1.45
sequential	29	661	42.4
## worst max-delay path, delay by kind of cell
| kind | cells | cell delay [ns] |
|---|---|---|
| XOR/XNOR | 1 | 0.14 |
| AND-OR/OR-AND | 2 | 0.59 |
| buffers and inverters | 1 | 0.71 |
| AND/OR/NAND/NOR | 1 | 0.11 |
## logic make-up after synthesis
logic type / Yosys count / share of synthesized area (%)
AND-OR/OR-AND: 18 / 9.50
XOR/XNOR: 20 / 13.3
adder cells (fa/ha/maj): 1 / 0.950
buffers and inverters: 13 / 4.27
flip-flops: 29 / 50.1
AND/OR/NAND/NOR: 52 / 21.8
## per-layer routing
layer / global-route usage, % / vias to the layer above / part of all wire (%)
met5: 0 / - / 0
met4: 2.08 / 0 / 1.9
met3: 2.70 / 5 / 4.3
met2: 15.0 / 21 / 43
li1: - / 491 / -
met1: 15.6 / 418 / 51
## power groups by stage
stage | Clock (mW) | Combinational (mW) | Sequential, mW
after CTS | 0.185 | 0.0194 | 0.231
after global routing | 0.194 | 0.0219 | 0.231
final | 0.181 | 0.0195 | 0.231
## how the worst max path moves through the flow
stage / end / slack, ns
CTS: dec[0] / 2.64
global route: dec[3] / 2.45
finish: dec[3] / 2.62
## placed cells by master (no fill, tap or decap), drive strengths merged
cell           instances
a32oi                  1
and3                   1
o32ai                  2
xnor2                 15
nor3b                  3
nand4b                 2
a21o                   1
nand2                 14
nand3                 11
ha                     1
nand4                  6
nor4bb                 1
a2bb2oi                1
xor2                   5
a41oi                  1
a21boi                 1
clkbuf                 8
inv                    6
nor3                   2
a21oi                  2
dfxtp                 21
o21ai                  4
a221oi                 1
o211ai                 2
nor2                  11
clkdlybuf4s50         12
nand3b                 1
a31oi                  2
edfxtp                 8
## stage by stage
stage / power [mW] / hold slack [ns] / setup WS [ns] / cell area [sq um]
after CTS: 0.436 / 0.413 / 2.64 / 1560
after global routing: 0.447 / 0.427 / 2.45 / 1560
after detailed placement: 0.255 / 0.399 / 2.34 / 1470
after global placement: 0.255 / 0.392 / 2.42 / 1470
final: 0.431 / 0.412 / 2.62 / 1560
after floorplan: 0.246 / 0.383 / 3.11 / 1320
Power figures rest on the tool's default switching activity, not on a simulated workload.
